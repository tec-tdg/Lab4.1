==> design/flow/run.sh <==
#!/bin/bash
# OpenROAD 26Q1-2900-gdf79404cd8, Yosys 0.63+post, stock flow scripts
make -C /OpenROAD-flow-scripts/flow DESIGN_CONFIG=/design/flow/config.mk WORK_HOME=/design/flow/orfs finish
==> design/flow/config.mk <==
export PLATFORM = sky130hd
export DESIGN_NAME = Comparador
export DESIGN_NICKNAME = Comparador
export VERILOG_FILES = /design/flow/design.v
export SDC_FILE = /design/flow/constraint.sdc
export NUM_CORES = 4
export LEC_CHECK = 1
export CORE_AREA = 10 10 101 101
export DIE_AREA = 0 0 111 111
==> design/flow/constraint.sdc <==
current_design Comparador

set clk_period 11.4
set clk_io_pct 0.2

create_clock -name clk0 -period $clk_period

set non_clock_inputs [all_inputs -no_clocks]
set_input_delay [expr $clk_period * $clk_io_pct] -clock clk0 $non_clock_inputs
set_output_delay [expr $clk_period * $clk_io_pct] -clock clk0 [all_outputs]
==> design/flow/design.v <==
module Comparador #(parameter N=32)(input logic [N-1:0]  A,B,
												output logic [N-1:0] Mayor,Menor);
logic [7:0] exp_A,exp_B;
logic [22:0] man_A, man_B; 
assign exp_A = A[30:23];
assign exp_B = B[30:23];
assign man_A = A[22:0];
assign man_B = B[22:0];
always_comb 
begin
	if(exp_A > exp_B)begin
		 Mayor=A;
		 Menor=B;
	end
	else if (exp_A == exp_B) begin
		if (man_A > man_B) begin 
			 Mayor=A;
			 Menor=B;
		end
		else if (man_A == man_B) begin
			 Mayor=A;
			 Menor=B;
		end
		else begin
			 Mayor=B;
			 Menor=A;
		end
	end
	else begin
		 Mayor=B;
		 Menor=A;
	end
end
endmodule
==> results.txt <==
The implementation run finished. The flow ran to the end, and the final reports show no timing, DRC or antenna violations. Setup repair after global routing left no endpoint under its margin. Post-synthesis area per instance landed at around 9 um^2. Timing-limited maximum frequency landed at 122 MHz. In the final layout, flip-flops and latches occupy 0 um^2. Die height landed at 111 um. Post-route fraction of the period consumed by the critical path landed at a little under three quarters.

Number of antenna diodes landed at 0. STA classifies the critical path startpoint as an input port. Per the detail_route report, DRC violations left total 0.

Entering global routing, the biggest net connects ~47 pins. OpenROAD warning count landed at 32. For reference, the final report shows the max-slew violation count at 0. Mapped cell area landed at 1560 um^2. In this run the VDD rail shows a maximum IR drop of between 0.000015 and 0.00002 V. Adding up every negative setup slack in the final design gives 0 ps.

Minimum setup slack in the final design landed at approximately 3200 ps. Vias after detailed routing landed at about 1700. According to the floorplan log, the row count is 33. Cell area after layout landed at between 2000 and 3000 um^2. STA lists the startpoint of the worst hold path as B[31]. Counting endpoints that fail hold in the final report gives 0. In the Yosys report the total cell count is approximately 180. Endpoint required time on the critical path landed at about 9000 ps. The worst-case max-slew headroom was logged as 60.2%. The wire length recorded after detailed routing is between 5000 and 6000 um. The synthesized netlist handed to floorplanning was reported with a cell count of approximately 180. In the log, the iteration count for the first detailed-route pass is 4. Subtracting the final worst setup slack from the clock period gives 8170 ps. The floorplan step defined a core boundary enclosing around 8100 um^2.

Number of resized instances in the post-cts repair step landed at 0. For this run, the chip area from Yosys synthesis comes to approximately 1600 um^2. Leakage power summed over all cells landed at about 1.3 nW. Timing analysis after detailed placement gives a worst setup slack of slightly above 3000 ps. Die width landed at around 110 um. In this run the layout overhead on the synthesized area is reported as 86.8%. In this run the worst setup path begins at B[30]. Via count of the first global-routing pass landed at between 1500 and 2000. For this design the top-level I/O count stands at about 130. The count of nets left with antenna violations once routing finished came out at 0. The worst setup path is captured at an output pin. Per the log, the first TritonRoute iteration ended with a DRC count of 24. The critical path is of the in2out type.

Sequential cells burn 0% of the power. Design internal power landed at ~97 uW. The script logs the mean routed wire length per placed instance as ~14 um. Once the floorplan was initialized, standard cells occupied 19.2% of the core. Transition time at the pin with the least slew margin landed at approximately 590 ps. Number of maximum-capacitance violations landed at 0.

Setup violations remaining at the end of the flow were counted as 0. The data arrival time reported for the critical path is between 5000 and 6000 ps. Per the GRT congestion report, total overflow comes to 0.

Via density per instance landed at between 4 and 5. The design has 0 sequential cells. The number of antenna violations at the first check in global routing is 0.

Checking hold timing, the worst path is listed with class in2out. First-pass GRT wire length landed at roughly 9400 um. The clock network burns 0% of the power. Total setup buffers inserted after CTS landed at 0. The layout summary lists the proportion of cells stronger than drive strength 1 as about 18%.

Relative contribution of combinational cells to total power landed at 100.0%. In this run the power density over the cells is around 47 nW/um^2. In this run the tool buffered the top-level ports with 128 buffer cells. Final weighted congestion in routability-driven placement landed at between 0.7 and 0.8. Overall routing resource usage landed at 8.82%. Switching power landed at between 40 and 50 uW. STA lists the maximum fanout along the critical path as between 40 and 50. Register share after synthesis landed at 0%. The number of hold buffers added after CTS was 0. Chip area landed at between 10000 and 15000 um^2. The layout has 0 clock buffers.

Number of warnings issued by yosys landed at 1. Summing all placed instances gives a cell area of 2910 um^2. Half-perimeter wire length after placement landed at between 5000 and 6000 um. Synthesis instantiated 21 different standard cells from the library. Switching power as a fraction of the total was reported as between 30% and 40%.
-- critical path, cell delays in order --
cell,delay (ps)
clkdlybuf4s50_1,510
inv_1,60
ha_1,280
nand4_1,130
nor4b_1,340
o2111ai_1,280
o21ai_4,550
buf_4,600
mux2_2,390
clkdlybuf4s50_1,430
-- metrics by stage --
stage / util (%) / cells / total power [mW] / hold WS, ps
2_1_floorplan: - / 177 / 0.0567 / 4630
3_3_place_gp: 35.8 / 405 / 0.141 / 5620
3_5_place_dp: 35.8 / 405 / 0.140 / 5630
4_1_cts: 35.8 / 405 / 0.142 / 5640
5_1_grt: 35.8 / 405 / 0.154 / 5660
6_report: 35.8 / 405 / 0.138 / 5620
-- logic make-up (layout without fill, tap and decap cells) --
kind of cell               after synthesis  after routing  synth area share, %
adders and majority gates               31             31                 24.9
muxes                                   64             64                 46.2
AOI/OAI and AO/OA                       24             24                 10.3
buffers and inverters                   37            160                 11.8
and+or+nand+nor                         21             21                 6.82
-- layout by cell type (no fill, tap or decap), drive strengths merged --
cell and instances:
a211oi 3, a21o 4, a21oi 10, buf 1, clkdlybuf4s50 128, ha 31, inv 31, mux2 64
nand2 6, nand2b 2, nand3 3, nand4 4, nor2 3, nor2b 1, nor3 1, nor4b 1
o2111ai 1, o21ai 4, o311a 1, o31ai 1
-- power by group through the flow --
| stage | clock network [mW] | registers (mW) | logic, mW |
|---|---|---|---|
| finish | 0 | 0 | 0.138 |
| global route | 0 | 0 | 0.154 |
| CTS | 0 | 0 | 0.142 |
-- final timing paths --
path	to	slack (ps)	cells after the start
hold / removal	Menor[31]	5620	3
setup / recovery	Mayor[21]	3230	10
-- layer usage --
layer	routed length, um	track usage [%]	vias to the layer above
met5	0	0	-
met4	0	0	0
met3	598	3.56	0
met2	2520	14.1	78
met1	2600	11.6	723
li1	-	-	891
-- cells in the mapped netlist, drive strengths merged --
cell type   n  area share [%]
buf         6             4.3
o311a       1            0.64
nand4       4             1.6
nor2b       1            0.40
inv        31             7.5
o2111ai     1            0.56
mux2       64              46
nor2        3            0.72
nor4b       1            0.56
o21ai       4             2.0
ha         31              25
nand2b      2            0.80
nor3        1            0.32
a211oi      3             1.4
a21o        4             1.9
nand3       3            0.96
o31ai       1            0.48
nand2       6             1.4
a21oi      10             3.2
-- area by class of cell --
| cell class | instances | area (um^2) |
|---|---|---|
| repair buffers | 129 | 1290 |
| multi-input cells | 140 | 1380 |
| well taps | 105 | 131 |
| fillers | 836 | 5220 |
| inverters | 31 | 116 |
Power figures rest on the tool's default switching activity, not on a simulated workload.
