### run.sh
#!/bin/bash
# OpenROAD 26Q1-2900-gdf79404cd8, Yosys 0.63+post, stock flow scripts
make -C /OpenROAD-flow-scripts/flow DESIGN_CONFIG=/design/flow/config.mk WORK_HOME=/design/flow/orfs finish
### config.mk
export PLATFORM = sky130hd
export DESIGN_NAME = Registro4
export DESIGN_NICKNAME = Registro4
export VERILOG_FILES = /design/flow/design.v
export SDC_FILE = /design/flow/constraint.sdc
export NUM_CORES = 4
export LEC_CHECK = 1
export CORE_UTILIZATION = 40
### design.v
module Registro4 #(parameter N=32)( input logic reset,clk,en,carry_in_man,carry_in_exp,
												 input logic [N-1:0] Mayor, Menor, 
												 input logic [7:0] Exp_in,
												 input logic  [22:0] Man_in,
												 output logic [N-1:0] Mayor_out, Menor_out,
												  output logic [7:0] Exp_out,
												 output logic [22:0] Man_out,
												 output logic carry_exp_out,carry_man_out);
always_ff@(negedge clk,posedge reset)												 
		if (reset) begin Mayor_out<=32'b0; Menor_out<=32'b0; Exp_out<=8'b0; Man_out<=23'b0;  carry_exp_out <= 1'b0; carry_man_out<=1'b0; end 
		else if(en) begin Mayor_out<=Mayor; Menor_out<=Menor; Exp_out<=Exp_in; Man_out<=Man_in;  carry_exp_out<=carry_in_exp; carry_man_out<=carry_in_man; end
endmodule
### constraint.sdc
current_design Registro4

set clk_period 1.0
set clk_io_pct 0.2

create_clock -name clk0 -period $clk_period [get_ports {clk}]

set non_clock_inputs [all_inputs -no_clocks]
set_input_delay [expr $clk_period * $clk_io_pct] -clock clk0 $non_clock_inputs
set_output_delay [expr $clk_period * $clk_io_pct] -clock clk0 [all_outputs]
==> impl_metrics.env <==
# source this file to load flow results
export IMPL_dpl_hpwl_um=6740
export IMPL_p_leak_uw=0.00357
export IMPL_cp_required_ps=800
export IMPL_postCtsHoldBufs=0
export IMPL_yosysWarnings=1
export IMPL_violations="negative setup slack"
export IMPL_grt_pass1_wl_um=16200
export IMPL_drt_iter0_markers=77
export IMPL_syn_inst=206
export IMPL_crit_family="flip-flops"
export IMPL_yosysSeqAreaShare=0.652
export IMPL_drv_cap=0
export IMPL_max_stage_delay_ps=420
export IMPL_hp_class="input pin to asynchronous set/reset pin"
export IMPL_die_area_mm2=0.00970
export IMPL_diodes=0
export IMPL_cts_buffers=9
export IMPL_clk_path_buf_depth=2
export IMPL_timing_rr_end="Mayor_out[7]$_DFFE_NP0P_"
export IMPL_dieWidth_um=98.5
export IMPL_areaGrowthSynthToFinish_pct=78.3
export IMPL_track_usage=0.229
export IMPL_rr_worst_depth=3
export IMPL_ys_cells=206
export IMPL_rows=34
export IMPL_r2r_slack_ps=0
export IMPL_powerDensity_mw_per_mm2=1420
export IMPL_avgSynthCellArea_um2=18.1
export IMPL_ys_types=6
export IMPL_cts_root_buffer="clkbuf_8"
export IMPL_rsz0062_at_grt="true"
export IMPL_die_h_um=98.5
export IMPL_critPathKind="flop to output port"
export IMPL_routabilityCongestion=0.777
export IMPL_ant_nets=0
export IMPL_ir_worst_vdd_uv=764
export IMPL_drt_total_wl_um=10500
export IMPL_busiest_layer="met1"
export IMPL_slowest_stage="dfrtn_1"
export IMPL_fp_util=0.421
export IMPL_status="complete, but fails checks"
export IMPL_drt_pass1_iterations=15
export IMPL_final_instance_count_excl_fill=602
export IMPL_wl_per_cell_um=17.4
export IMPL_via_per_inst=4.62
export IMPL_ys_chip_area_mm2=0.00372
export IMPL_overflow=0
export IMPL_crit_path_end_kind="output port"
export IMPL_utilization=0.750
export IMPL_finalSetupTns_ps=-62120
export IMPL_cts_sinks=97
export IMPL_globalRouteMet2Util=0.338
export IMPL_io_pins=197
export IMPL_slew_headroom=0.862
export IMPL_arrival_ps=1380
export IMPL_final_setup_viol_count=194
export IMPL_met3_usage=0.0628
export IMPL_worst_slack_ps=-577
export IMPL_final_max_slew_violation_count=0
export IMPL_worstSetupStartpointType="flop"
export IMPL_drive_gt1_frac=0.603
export IMPL_cts_max_level=3
export IMPL_core_area_mm2=0.00885
export IMPL_vias=2779
export IMPL_fillers=609
export IMPL_clock_skew_ps=0
export IMPL_grt_pass1_vias=2975
export IMPL_clk_transition_reported_paths_ps=60
export IMPL_antenna_found_initial=0
export IMPL_ys_flops=97
export IMPL_cp_cell_sequence="buf_2"
export IMPL_met1_usage=0.376
export IMPL_hold_viol_final=0
export IMPL_tightest_slew_ps=207
export IMPL_cp_depth=1
export IMPL_grt_max_degree=45
export IMPL_tool_warnings=29
export IMPL_io_buffer_count=196
export IMPL_cts_tree="yes"
export IMPL_clk_latency_ps=340
export IMPL_cp_num_buf_inv=1
export IMPL_r2r_start="Mayor_out[7]$_DFFE_NP0P_"
export IMPL_cp_max_fo=2
export IMPL_drt_drc_violations_left=0
export IMPL_dp_cells=533
export IMPL_syn_cell_area_mm2=0.00372
## flip-flops by register name (all words and copies together) (netlist names)
name           flops
Exp_out            8
Man_out           23
Mayor_out         32
Menor_out         32
carry_exp_out      1
carry_man_out      1
## through the flow
stage | setup WS [ps] | hold slack (ps) | instance area, um2 | power [uW]
after floorplan | -750 | 418 | 4100 | 5390
after global placement | -601 | 450 | 6340 | 6810
after detailed placement | -612 | 451 | 6340 | 6830
after CTS | -599 | 452 | 6500 | 9380
after global routing | -632 | 406 | 6640 | 9850
final | -577 | 396 | 6640 | 9400
## cell families (layout without fill, tap and decap cells)
kind of cell / after synthesis / in the layout / synth area share
buffers and inverters: 12 / 300 / 0.0242
DFF: 97 / 97 / 0.652
muxes: 97 / 97 / 0.324
## routing by layer
| layer | share of wire | up-vias |
|---|---|---|
| met5 | 0 | - |
| met2 | 0.45 | 123 |
| met4 | 0.012 | 0 |
| met1 | 0.46 | 1353 |
| li1 | - | 1293 |
| met3 | 0.080 | 10 |
## how the worst max path moves through the flow
stage	end	from	slack (ps)
after CTS	Exp_out[0]	Exp_out[0]$_DFFE_NP0P_	-600
after global routing	Mayor_out[14]	Mayor_out[14]$_DFFE_NP0P_	-630
final	Exp_out[0]	Exp_out[0]$_DFFE_NP0P_	-580
## layout by cell type, fill, tap and decap left out, drive strengths merged
| cell type | synthesis | routed |
|---|---|---|
| buf | 11 | 185 |
| dfrtn | 97 | 97 |
| mux2 | 97 | 97 |
| dlygate4sd2 | 0 | 88 |
| clkbuf | 0 | 11 |
| dlymetal6s2s | 0 | 10 |
| clkinvlp | 0 | 2 |
| bufinv | 0 | 2 |
| clkinv | 0 | 2 |
## cell usage after synthesis
cell / number / area [um2]
mux2_2: 67 / 754
buf_6: 5 / 56.3
inv_1: 1 / 3.75
dfrtn_1: 97 / 2430
mux2_4: 30 / 450
buf_2: 6 / 30.0
## power breakdown
| part | internal, uW | leakage, uW | total [uW] | switching, uW |
|---|---|---|---|---|
| Sequential | 4360 | 0.00113 | 4560 | 197 |
| Clock | 1400 | 0.000102 | 2740 | 1350 |
| Combinational | 1530 | 0.00234 | 2090 | 563 |
## layout make-up
class | instances | area, um2 | share of cell area
flip-flops and latches | 97 | 2430 | 0.366
inverters | 1 | 7.51 | 0.00113
well taps | 108 | 135 | 0.0204
clock inverters | 5 | 81.3 | 0.0123
repair buffers | 284 | 2400 | 0.362
clock buffers | 10 | 128 | 0.0192
multi-input cells | 97 | 1460 | 0.219
## repair_timing
action | 4_1_cts | 5_1_grt
endpoints found under the setup margin | 194 | 222
setup buffers | 24 | 23
endpoints found under the hold margin | 0 | 0
resized | 410 | 11
cloned | 10 | 1
No activity file was given, so power comes from the tool's default toggle rates.
