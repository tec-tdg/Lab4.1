<file path="/design/flow/design.v">
module Registro3 #(parameter N=32)( input logic reset,clk,en,
												 input logic [N-1:0] d_X, d_Y,
												 input logic [22:0] d_man,
												 output logic [N-1:0] q_X, q_Y,
												  output logic [22:0] q_man);
always_ff@(negedge clk,posedge reset)												 
		if (reset) begin q_X<=32'b0; q_Y<=32'b0; q_man<=23'b0; end 
		else if(en) begin q_X<=d_X; q_Y<=d_Y; q_man <=  d_man; end
endmodule
</file>
<file path="/design/flow/run.sh">
#!/bin/bash
# OpenROAD 26Q1-2900-gdf79404cd8, Yosys 0.63+post, stock flow scripts
make -C /OpenROAD-flow-scripts/flow DESIGN_CONFIG=/design/flow/config.mk WORK_HOME=/design/flow/orfs finish
</file>
<file path="/design/flow/config.mk">
export PLATFORM = sky130hd
export DESIGN_NAME = Registro3
export DESIGN_NICKNAME = Registro3
export VERILOG_FILES = /design/flow/design.v
export SDC_FILE = /design/flow/constraint.sdc
export NUM_CORES = 4
export LEC_CHECK = 1
export CORE_UTILIZATION = 30
</file>
<file path="/design/flow/constraint.sdc">
current_design Registro3

set clk_period 1.0
set clk_io_pct 0.2

create_clock -name clk0 -period $clk_period [get_ports {clk}]

set non_clock_inputs [all_inputs -no_clocks]
set_input_delay [expr $clk_period * $clk_io_pct] -clock clk0 $non_clock_inputs
set_output_delay [expr $clk_period * $clk_io_pct] -clock clk0 [all_outputs]
</file>
==> flow_summary.toml <==
# synthesis and place-and-route metrics
[global_routing]
grt-ovfl-total = 0
grt_max_degree = 26
grt_usage_pct = 16.5
grt_antenna_before_repair = 0
grt_pass1_wl_um = 14000
first_global_vias = 2632

[routing]
wire_per_inst_um = 15.0
drt_iter0_markers = 49
postRouteWirelength_um = 9070
vias = 2517
first_pass_iters = 3
drcViolationCount = 0
avgViaCountPerCell = 4.15
diodes = 0
antenna_left = 0

[worst_setup_path]
critPathCaptureType = "primary output"
worst-path-max-fanout = 2
worstPathBufferInverterCount = 1
cp_slowest_cell = "dfrtn_1"
cp.arrival_ps = 1360
crit_family = "flip-flops"
start_kind = "flip-flop"
crit_type = "reg -> out"
path_cells = "buf_2"
critical_path.max_stage_delay_ps = 430
required_ps = 800

[timing]
tightest_slew_ps = 194
slew_violations = 0
slew_headroom_pct = 87.0
finalSetupTns_ps = -56480
timing.final.ws_setup_ps = -565
finalSetupViolations = 174
clock_skew_ps = 0
hold_viol = 0
rsz0062_at_grt = "true"

[die]
core_um2 = 10900
die_y_um = 108
io_pins = 177
rows = 38
die_w_um = 108
chipArea_um2 = 11600
initial_core_util_pct = 30.8

[cts]
ctsHtreeMaxLevel = 3
cts_tree = "built"
cts-root-buf = "clkbuf_8"
cts.sink_count = 87
ctsHoldBuffers = 0
cts_buffer_depth = 2
clk_latency_ps = 330
cts-buffers-inserted = 9
path_clk_slew_ps = 50

[flow_run]
tool_warnings = 28
max_cap_violations = 0

[run_status]
violations = "negative setup slack"
outcome = "finished with violations"

[placed_design]
port_buffers = 176
dpl-instance-area_um2 = 5830
place.gp.congestion = 0.745
dpl.cell_count = 535
dp_hpwl_um = 5680

[finish]
design_area_um2 = 6220
layout-drive-gt1-share_pct = 62.2
comb_area_um2 = 1310
final-seq-area_um2 = 2180
final_cells = 606
fillers = 917
fin_util_pct = 57.1
syn_to_final_growth_pct = 85.3

[power]
p_clk_share_pct = 29.7
pwr-share-comb_pct = 23.2
seq_power_share_pct = 47.2
p_sw_mw = 1.87
p_total_mw = 8.66
leakage_nw = 3.28
irDropWorstVdd_mv = 0.794
internal_power_mw = 6.78
power.share.switching_pct = 21.6
p_per_area_nw_per_um2 = 1390

[hold_path]
hold_class = "reg -> reg"

[logic_synthesis]
netlist_instances = 185
postSynthSeqShare_pct = 64.9
ys_cells = 185
syn_area_um2 = 3350
yosys_area_um2 = 3350
yosys_warnings = 1
syn_avg_cell_area_um2 = 18.1
synth_flop_count = 87
synth_cell_types = 6
metrics by stage:
| stage | hold WS (ps) | setup slack (ps) |
|---|---|---|
| after floorplan | 418 | -613 |
| after global placement | 454 | -606 |
| after detailed placement | 451 | -615 |
| after CTS | 452 | -571 |
| after global routing | 459 | -618 |
| final | 449 | -565 |
sequential cells by signal (all words and copies together) (netlist names):
name / cells
q_Y: 32
q_X: 32
q_man: 23
cells by family (layout without fill, tap and decap cells):
| kind of cell | Yosys count | count (layout) | share of synthesized area [%] |
|---|---|---|---|
| mux | 87 | 87 | 32.6 |
| flops | 87 | 87 | 64.9 |
| buf+inv | 11 | 292 | 2.54 |
metal layers:
| metal | routed length, µm | track usage [%] | vias to the layer above | share of wire (%) |
|---|---|---|---|---|
| li1 | - | - | 1205 | - |
| met1 | 4310 | 27.7 | 1203 | 48 |
| met2 | 3890 | 22.6 | 103 | 43 |
| met3 | 789 | 5.06 | 6 | 8.7 |
| met4 | 73 | 1.17 | 0 | 0.81 |
| met5 | 0 | 0 | - | 0 |
worst paths after layout:
path,start,endpoint,slack [ps],cells past startpoint
min,q_man[7],q_man[7],450,1
max,q_Y[23],q_Y[23],-560,1
max reg2reg,q_Y[7],q_Y[7],-10,3
min reg2reg,q_man[7],q_man[7],450,1
max in group asynchronous,reset,q_Y[7],70,3
min in group asynchronous,reset,q_X[7],730,3
layout make-up:
type                       count  share of cell area, %
clock buffer                  10                   2.05
clock inverter                 4                   1.17
inverter                       1                  0.121
multi-input combinational     87                   21.0
sequential                    87                   35.0
tap                          140                   2.82
timing repair buffer         277                   37.8
repair_timing:
| item | CTS | global route |
|---|---|---|
| endpoints found under the setup margin | 174 | 174 |
| gates resized | 367 | 8 |
| endpoints found under the hold margin | 0 | 0 |
| setup buffers | 31 | 21 |
| cloned | 12 | 0 |
synthesized netlist by cell type (all sizes together):
library cell | n | share of area [%]
buf | 10 | 2.4
dfrtn | 87 | 65
inv | 1 | 0.11
mux2 | 87 | 33
power by group through the flow:
stage,clock [mW],sequential [mW],combinational (mW)
6_report,2.57,4.08,2.01
4_1_cts,2.65,4.08,1.99
5_1_grt,2.85,4.13,2.17
placed cells by master, fill, tap and decap left out, types with 2 or more instances in the layout:
master / netlist / routed
mux2_4: 30 / 87
buf_2: 5 / 87
dfrtn_1: 87 / 87
buf_4: 0 / 78
dlygate4sd2_1: 0 / 77
buf_12: 0 / 13
clkbuf_8: 0 / 9
buf_16: 0 / 9
clkdlybuf4s50_1: 0 / 7
dlymetal6s2s_1: 0 / 4
clkinvlp_4: 0 / 2
bufinv_16: 0 / 2
Power is estimated from default activity; no workload was simulated.
